==> ./design.v <==
module request_handler #(
    parameter NUM_FLOORS = 10,
    parameter FLOOR_WIDTH = 4
)(
    input clk,
    input reset,
    input [NUM_FLOORS-1:0] new_requests,
    input [FLOOR_WIDTH-1:0] current_floor,
    input clear_current_request,
    output reg [NUM_FLOORS-1:0] floor_requests
);
    always @(posedge clk or posedge reset) begin
        if (reset)
            floor_requests <= 0;
        else begin
            floor_requests <= floor_requests | new_requests;
            if (clear_current_request)
                floor_requests[current_floor] <= 0;
        end
    end
endmodule
==> ./run.sh <==
#!/bin/bash
# OpenROAD 26Q1-2900-gdf79404cd8, Yosys 0.63+post, stock flow scripts
make -C /OpenROAD-flow-scripts/flow DESIGN_CONFIG=/design/flow/config.mk WORK_HOME=/design/flow/orfs finish
==> ./config.mk <==
export PLATFORM = sky130hd
export DESIGN_NAME = request_handler
export DESIGN_NICKNAME = request_handler
export VERILOG_FILES = /design/flow/design.v
export SDC_FILE = /design/flow/constraint.sdc
export NUM_CORES = 4
export LEC_CHECK = 1
export CORE_AREA = 10 10 77 77
export DIE_AREA = 0 0 87 87
==> ./constraint.sdc <==
current_design request_handler

set clk_period 1.0
set clk_io_pct 0.2

create_clock -name clk0 -period $clk_period [get_ports {clk}]

set non_clock_inputs [all_inputs -no_clocks]
set_input_delay [expr $clk_period * $clk_io_pct] -clock clk0 $non_clock_inputs
set_output_delay [expr $clk_period * $clk_io_pct] -clock clk0 [all_outputs]
==> metrics.txt <==
# HELP chip_impl_metric Flow report values
# TYPE chip_impl_metric gauge
chip_impl_metric{name="seq_power_share",unit="%"} 35.8
chip_impl_metric{name="worst_ep_arrival_time",unit="ns"} 0.77
chip_impl_info{name="critPathTopFamily",value="flip-flops"} 1
chip_impl_metric{name="max_freq",unit="MHz"} 1030
chip_impl_metric{name="clockPowerShare",unit="%"} 40.2
chip_impl_metric{name="pwr_density_cell",unit="nW/µm²"} 1080
chip_impl_metric{name="hold_viol",unit=""} 0
chip_impl_metric{name="clkSlewWorstSetupHoldPaths",unit="ns"} 0.05
chip_impl_metric{name="detailed_place_hpwl",unit="mm"} 1.38
chip_impl_metric{name="stdcell_count",unit=""} 151
chip_impl_metric{name="area_share_of_the_largest_cell_type_after_synthesis",unit="%"} 47.2
chip_impl_metric{name="grt_antenna_before_repair",unit=""} 0
chip_impl_metric{name="die-width",unit="µm"} 87
chip_impl_info{name="topCombFamilyByArea",value="AND-OR/OR-AND gates"} 1
chip_impl_info{name="ys_dominant_reg_cell",value="sky130_fd_sc_hd__dfrtp_1"} 1
chip_impl_metric{name="cts-htree-levels",unit=""} 1
chip_impl_metric{name="routed-via-count",unit=""} 554
chip_impl_metric{name="floorplan_utilization",unit="%"} 12.2
chip_impl_metric{name="largest_reg_flops",unit=""} 10
chip_impl_metric{name="max-cap-violations",unit=""} 0
chip_impl_metric{name="dieArea",unit="µm²"} 7570
chip_impl_info{name="tritoncts",value="yes"} 1
chip_impl_metric{name="netlist-cell-type-count",unit=""} 19
chip_impl_info{name="post_synth_main_area_contributors",value="sky130_fd_sc_hd__dfrtp_1, sky130_fd_sc_hd__a31oi_1, sky130_fd_sc_hd__ha_1"} 1
chip_impl_metric{name="first_iter_violations",unit=""} 11
chip_impl_info{name="worstPathCellList",value="clkdlybuf4s15_1"} 1
chip_impl_metric{name="wire_per_inst",unit="µm"} 11.3
chip_impl_metric{name="n_antenna_cell",unit=""} 0
chip_impl_metric{name="power.net_switching",unit="µW"} 258
chip_impl_metric{name="count_of_input_and_output_buffers",unit=""} 26
chip_impl_metric{name="final_layout_size_suffix_gt1_share",unit="%"} 42.4
chip_impl_metric{name="core-area",unit="µm²"} 4350
chip_impl_metric{name="ys_area",unit="µm²"} 531
chip_impl_metric{name="detail_route.first_pass.iterations",unit=""} 4
chip_impl_metric{name="maximum_number_of_pins_on_one_net_before_global_route_repair",unit=""} 11
chip_impl_metric{name="boundaryPins",unit=""} 27
chip_impl_info{name="rsz0062_at_grt",value="yes"} 1
chip_impl_metric{name="grt.total_usage",unit="%"} 4.27
chip_impl_info{name="criticalPathCategory",value="flip-flop to output pin"} 1
chip_impl_metric{name="min_period_over_period",unit="%"} 97.4
chip_impl_metric{name="stage_log_warnings",unit=""} 31
chip_impl_metric{name="core.rowCount",unit=""} 24
chip_impl_metric{name="cts-buffers-inserted",unit=""} 3
chip_impl_metric{name="combinational_group_share_of_total_power",unit="%"} 24.0
chip_impl_info{name="r2r_end",value="floor_requests[1]$_DFF_PP0_"} 1
chip_impl_metric{name="die_height",unit="µm"} 87
chip_impl_metric{name="synthesis.instances",unit=""} 53
chip_impl_metric{name="placement.cell_area",unit="µm²"} 1030
chip_impl_metric{name="first_global_vias",unit=""} 594
chip_impl_info{name="critical_path.slowest_cell",value="sky130_fd_sc_hd__dfrtp_1"} 1
chip_impl_metric{name="critical_path.max_fanout",unit=""} 2
chip_impl_info{name="ctsRootBufferMaster",value="sky130_fd_sc_hd__clkbuf_8"} 1
chip_impl_info{name="top_register",value="floor_requests"} 1
chip_impl_metric{name="reg2reg_slack",unit="ns"} 0.17
chip_impl_info{name="status",value="finished, final reports clean"} 1
chip_impl_metric{name="cell_internal_pwr",unit="µW"} 943
chip_impl_metric{name="timing.hold.ws",unit="ns"} 0.247
chip_impl_metric{name="synthAoiAreaFrac",unit="%"} 20.8
chip_impl_metric{name="path_buffers",unit=""} 1
chip_impl_metric{name="finalSetupViolCount",unit=""} 0
chip_impl_metric{name="area.growth.synth_to_final",unit="%"} 109
chip_impl_metric{name="fa_ha_area_share",unit="%"} 9.43
chip_impl_metric{name="placed_cells",unit=""} 144
chip_impl_metric{name="syn_area_per_cell",unit="µm²"} 10.0
chip_impl_metric{name="worst_pin_slew",unit="ns"} 0.344
chip_impl_metric{name="globalRoute.totalOverflow",unit=""} 0
chip_impl_metric{name="drc",unit=""} 0
chip_impl_metric{name="postRouteWirelength",unit="mm"} 1.71
chip_impl_metric{name="power.ir.vdd_worst",unit="µV"} 345
chip_impl_info{name="min-delay-path-class",value="input pin to async pin"} 1
chip_impl_metric{name="slowest_delay",unit="ns"} 0.37
chip_impl_metric{name="stdcell_area",unit="µm²"} 1110
chip_impl_info{name="synth_area_leader_cell",value="sky130_fd_sc_hd__dfrtp_1"} 1
chip_impl_metric{name="timing.max_slew.rel_slack",unit="%"} 76.9
chip_impl_metric{name="grt_pass1_wl",unit="mm"} 2.75
chip_impl_metric{name="synth.area.mux_share",unit="%"} 0
chip_impl_metric{name="ys_cells",unit=""} 53
chip_impl_metric{name="drt-vias-per-instance",unit=""} 3.67
chip_impl_metric{name="synth.yosys.warnings",unit=""} 1
chip_impl_metric{name="antenna_violating_nets_post_route",unit=""} 0
chip_impl_metric{name="post_synth_and_or_nand_nor_area_fraction",unit="%"} 15.8
chip_impl_metric{name="final-max-slew-violation-count",unit=""} 0
chip_impl_metric{name="synth_async_sr_flop_share",unit="%"} 100
chip_impl_metric{name="worstPathRequired",unit="ns"} 0.80
chip_impl_metric{name="ctsHoldBuffers",unit=""} 0
chip_impl_metric{name="synth-edff-count",unit=""} 0
chip_impl_info{name="regs_by_ff_count",value="floor_requests (10)"} 1
chip_impl_metric{name="max-clock-path-buffers",unit=""} 2
chip_impl_info{name="worstSetupEndpointType",value="output pin"} 1
chip_impl_metric{name="power_leakage",unit="nW"} 0.443
chip_impl_metric{name="final_setup_skew",unit="ns"} 0
chip_impl_metric{name="clock_insertion_delay_at_the_later_pin_of_the_skew_report",unit="ns"} 0.23
chip_impl_metric{name="synth_xor_xnor_area_share",unit="%"} 3.30
chip_impl_metric{name="cts_sinks",unit=""} 10
chip_impl_metric{name="swShare",unit="%"} 21.5
chip_impl_metric{name="fin_crit",unit="ns"} 0.974
chip_impl_info{name="post_synth_most_frequent_cells",value="sky130_fd_sc_hd__dfrtp_1, sky130_fd_sc_hd__nor2_1, sky130_fd_sc_hd__a31oi_1, sky130_fd_sc_hd__ha_1, sky130_fd_sc_hd__inv_1"} 1
chip_impl_metric{name="reg2reg_depth",unit=""} 3
chip_impl_metric{name="routabilityCongestion",unit=""} 0.764
chip_impl_info{name="reg2reg_start",value="floor_requests[1]$_DFF_PP0_"} 1
chip_impl_metric{name="postSynthSeqShare",unit="%"} 47.2
chip_impl_metric{name="synth.ff_latch_count",unit=""} 10
chip_impl_info{name="start_kind",value="flip-flop"} 1
chip_impl_metric{name="netlist_area",unit="µm²"} 531
==> repair_timing <==
item / 4_1_cts / 5_1_grt
hold endpoints to repair: 0 / 0
endpoints found under the setup margin: 20 / 17
buffers inserted: 1 / 4
pin swaps: 5 / 6
gates resized: 37 / 16
==> layout make-up <==
class / count / area [µm²]
timing repair buffer: 43 / 367
sequential: 10 / 250
fill: 433 / 3240
clock buffer: 4 / 55.1
multi-input combinational: 38 / 338
tap: 52 / 65.1
inverter: 4 / 35.0
==> worst max-delay path by stage <==
stage	to	cells past startpoint	start	slack (ns)
4_1_cts	floor_requests[3]$_DFF_PP0_	5	current_floor[0]	-0.1
5_1_grt	floor_requests[3]$_DFF_PP0_	5	current_floor[1]	-0.04
6_report	floor_requests[5]	1	floor_requests[5]$_DFF_PP0_	0.03
==> through the flow <==
stage / utilization, % / setup TNS (ns) / power (mW) / setup slack (ns)
2_1_floorplan: - / -0.124 / 0.530 / -0.0289
3_3_place_gp: 23.7 / -7.14 / 0.711 / -0.768
3_5_place_dp: 23.7 / -7.05 / 0.711 / -0.748
4_1_cts: 25.4 / -0.543 / 1.20 / -0.0970
5_1_grt: 25.5 / -0.136 / 1.27 / -0.0363
6_report: 25.5 / 0 / 1.20 / 0.0262
==> power by group through the flow <==
stage	sequential (mW)	clock, mW	combinational, mW
CTS	0.431	0.497	0.276
global route	0.432	0.516	0.317
finish	0.431	0.483	0.288
==> routing by layer <==
metal | track usage [%] | vias to the layer above | wire length (µm)
li1 | - | 285 | -
met1 | 5.97 | 245 | 851
met2 | 6.53 | 22 | 685
met3 | 0.849 | 2 | 133
met4 | 1.18 | 0 | 38
met5 | 0 | - | 0
==> cell usage in the layout (no fill, tap or decap), types with 2 or more instances in the layout <==
| cell | instances |
|---|---|
| sky130_fd_sc_hd__inv_1 | 2 |
| sky130_fd_sc_hd__nor2_1 | 10 |
| sky130_fd_sc_hd__clkdlybuf4s50_1 | 12 |
| sky130_fd_sc_hd__clkbuf_2 | 7 |
| sky130_fd_sc_hd__xnor2_1 | 2 |
| sky130_fd_sc_hd__clkbuf_8 | 4 |
| sky130_fd_sc_hd__dfrtp_1 | 10 |
| sky130_fd_sc_hd__buf_12 | 2 |
| sky130_fd_sc_hd__clkdlybuf4s15_1 | 3 |
| sky130_fd_sc_hd__buf_2 | 2 |
| sky130_fd_sc_hd__ha_1 | 3 |
| sky130_fd_sc_hd__a31oi_1 | 8 |
| sky130_fd_sc_hd__buf_4 | 16 |
==> cells by family (layout without fill, tap and decap cells) <==
logic type	count (synthesis)	count (layout)
AOI/OAI and AO/OA	14	14
xor gates and xnor gates	2	2
adders and majority gates	4	4
buffers and inverters	5	51
DFF	10	10
and+or+nand+nor	18	18
Power and IR drop assume default switching activity.
