File: ./design.v
module floor_position_detector #(
    parameter NUM_FLOORS = 10,
    parameter FLOOR_WIDTH = 4
)(
    input [NUM_FLOORS-1:0] floor_sensors,
    output reg [FLOOR_WIDTH-1:0] current_floor
);
    integer i;
    always @(*) begin
        current_floor = 0;
        for (i = 0; i < NUM_FLOORS; i = i + 1)
            if (floor_sensors[i])
                current_floor = i[FLOOR_WIDTH-1:0];
    end
endmodule
File: ./run.sh
#!/bin/bash
# OpenROAD 26Q1-2900-gdf79404cd8, Yosys 0.63+post, stock flow scripts
make -C /OpenROAD-flow-scripts/flow DESIGN_CONFIG=/design/flow/config.mk WORK_HOME=/design/flow/orfs finish
File: ./config.mk
export PLATFORM = sky130hd
export DESIGN_NAME = floor_position_detector
export DESIGN_NICKNAME = floor_position_detector
export VERILOG_FILES = /design/flow/design.v
export SDC_FILE = /design/flow/constraint.sdc
export NUM_CORES = 4
export LEC_CHECK = 1
export CORE_AREA = 10 10 70 70
export DIE_AREA = 0 0 80 80
File: ./constraint.sdc
current_design floor_position_detector

set clk_period 1.0
set clk_io_pct 0.2

create_clock -name clk0 -period $clk_period

set non_clock_inputs [all_inputs -no_clocks]
set_input_delay [expr $clk_period * $clk_io_pct] -clock clk0 $non_clock_inputs
set_output_delay [expr $clk_period * $clk_io_pct] -clock clk0 [all_outputs]
==> results.cfg <==
; implementation run metrics
[status]
run_status = finished clean

[cells_and_area]
area_growth_syn_to_layout_pct = 298
design.seq.count = 0
combGateArea_um2 = 105
filler_cell_count = 405
proportion_of_layout_cells_with_a_drive_suffix_above_1_pct = 81.5
flop_area_um2 = 0
n_clock_buffer = 0

[grt]
grt_first_pass_wirelength_um = 696
global_route_usage_over_all_layers_pct = 1.25
globalRouteOverflowTotal = 0
grt_pass1_vias = 151
pin_count_of_the_biggest_net_entering_global_routing = 4
grt_antenna_before_repair = 0

[pwr]
power-per-cell-area_nw_per_um2 = 328
total_power_uw = 94.8
ir_worst_vdd_v = 0.0000324
p_leak_nw = 0.107

[placement]
dp.final_hpwl_um = 371
numPortBuffers = 13
gpl.final_weighted_congestion = 0.814

[floorplanning]
core_area_um2 = 3420
ios = 14
core.rowCount = 21
initial_core_util_pct = 2.12
die_area_um2 = 6400
die_h_um = 80
dieWidth_um = 80

[yosys]
synthTopCellsByArea = a21oi_1 21%, a221oi_2 21%, o31ai_2 17%
synth_cell_type_count = 7
synth.yosys.chip_area_um2 = 72.6
yosys_warnings = 1
cells_in_synth_stat_txt = 12
post-synth-top-area-cell = a21oi_1
netlist_instances = 12
yosys-top-cells-count = 3 x a21oi_1, 3 x nor2_1, 2 x inv_1
post_synth.cell_area_avg_um2 = 6.05
yosysTopAreaCellShare_pct = 20.7
post_syn_area_um2 = 72.6
synth_sequential_area_ratio_pct = 0

[timing]
setup_repair_after_global_routing_missed_its_margin = yes
final.period_utilization_pct = 99.9
worst_pin_slew_ps = 242
clock.fmax_mhz = 1000
final_hold_viol_count = 0
fin_crit_ps = 999
worst_hold_slack_ps = 635
max_slew_margin_pct = 83.8
final_setup_vio_count = 0
finalMaxSlewViolations = 0

[worst_setup_path]
endpoint_class_of_the_critical_path = primary output
cp_cell_sequence = buf_4, nor2_4, a221oi_4, o31ai_4, buf_2
worst-setup-path-type = input port to primary output
arrival_time_of_the_worst_setup_path_ps = 800
worst_path_max_delay_cell = a221oi_4
crit_path_start_kind = input port
timing.critical_path.slowest_cell_delay_ps = 270
timing.critical_path.required_ps = 800
worst-path-max-fanout = 2

[drt]
postRouteAntennaNets = 0
antenna_cells = 0
drc = 0
wl_per_cell_um = 6.84
iteration_0_drc_markers = 2
num_vias = 157
drt_wl_total_um = 499
firstDrtPassIters = 2
routed_via_density = 2.15

[run]
cap_viol_max_count = 0
warning_count = 35

[worst_hold_path]
holdCritPathClass = input port to primary output
[repair_timing]
item	CTS	global route
resized	53	11
setup buffers	3	0
pin swaps	8	2
setup endpoints to repair	4	2
hold buffers	0	0
[path summary, 6_finish.rpt]
kind / start / endpoint / slack, ps / cells past startpoint
min: floor_sensors[9] / current_floor[0] / 640 / 4
max: floor_sensors[2] / current_floor[0] / 0.9 / 5
[logic make-up after synthesis]
logic type             synth area share [%]
AND-OR/OR-AND                          65.5
buffers and inverters                  10.3
AND/OR/NAND/NOR                        24.1
[layout by cell type, fill, tap and decap left out, types with 2 or more instances in the layout]
cell	netlist	layout
buf_6	0	3
buf_2	0	6
buf_4	0	3
a21oi_2	0	2
nor2_2	0	2
[stage by stage]
stage	std cells	setup TNS [ps]	setup slack [ps]	instance area (um2)	utilization [%]
2_1_floorplan	12	0	276	72.6	-
3_3_place_gp	72	-2620	-729	268	7.84
3_5_place_dp	72	-2680	-752	268	7.84
4_1_cts	74	-33.3	-33.3	268	7.84
5_1_grt	73	-29.0	-25.7	289	8.46
6_report	73	0	0.904	289	8.46
[final cells by class]
type | count | area share, %
timing repair buffer | 15 | 40.3
multi-input combinational | 10 | 36.4
tap | 46 | 19.9
inverter | 2 | 3.46
[metal layers]
layer	vias to the layer above	GRT usage, %	wire length, um
met5	-	0	0
li1	73	-	-
met1	71	1.65	203
met2	13	1.85	203
met4	0	0	0
met3	0	0.682	92
[where the power goes]
group	internal, mW	leakage, nW	total, mW	switching (mW)
clock network	0	0	0	0
logic	0.0551	0.107	0.0948	0.0398
registers	0	0	0	0
total	0.0551	0.107	0.0948	0.0398
[worst max-delay path, delay by kind of cell]
kind / cells / cell delay [ps]
AOI/OAI and AO/OA: 2 / 340
buffers and inverters: 2 / 220
and+or+nand+nor: 1 / 40
Power figures rest on the tool's default switching activity, not on a simulated workload.
